==> /design/flow/design.v <==
module AND2 (
    input wire in1_and, in2_and,
    output wire out_and
);
    assign out_and = in1_and & !(in2_and);    
endmodule
module Binary2Gray #(
    parameter Addr_width = 5
) (
    input wire [Addr_width-1:0] Binary_address,
    output wire [Addr_width-1:0]  Gray_pointer
);
assign Gray_pointer[Addr_width-1] = Binary_address [Addr_width-1];
genvar i;
for ( i=0 ;i< Addr_width-1; i=i+1) begin
    XOR2 U0 (.xor_in1(Binary_address[i]), .xor_in2(Binary_address[i+1]), .xor_out(Gray_pointer[i]));
end
endmodule
module Binary_counter #(
    parameter Addr_width = 5
) (
    input wire clk, stop, Enable, rst,
    output reg [Addr_width:0] address
);
always @(posedge clk or negedge rst) begin
    if(!rst)
    begin
        address <= 'b0;
    end
    else if(Enable && !stop)
    begin
        address <= address+1;
    end
end
endmodule
module Empty 
#(parameter Addr_width = 5)
(
    input wire [Addr_width:0] Synch_Wr_point, Rd_point,
    output reg Empty_sig
);
always @(*) begin
    if(Synch_Wr_point == Rd_point)
    begin
        Empty_sig <= 1'b1;
    end
    else
    begin
        Empty_sig <= 1'b0;
    end
end
endmodule
module FIFO 
#(parameter Addr_width = 5, 
            Data_width = 8)
(
    input wire Wr_enable, clk_write,
    input wire Read_enable, clk_read, rst,
    input wire [Data_width-1:0] data_in,
    output wire [Data_width-1:0] data_out
);
wire [Addr_width:0] Wr_addr, Rd_addr, Synch_Rd_point, Synch_Wr_point;
wire [Addr_width-1:0] Wr_point, Rd_point;
wire Full_sig, And_out_Wr, Empty_sig, And_out_Rd;
Binary_counter #(.Addr_width(Addr_width)) B_Wr (
    .clk(clk_write),
    .stop(Full_sig),
    .Enable(Wr_enable),
    .rst(rst),
    .address(Wr_addr)
);
Binary2Gray #(.Addr_width(Addr_width)) B2G_Wr (
    .Binary_address(Wr_addr[Addr_width-1:0]),
    .Gray_pointer(Wr_point)
);
AND2 U1 (
    .in1_and(Wr_enable),
    .in2_and(Full_sig),
    .out_and(And_out_Wr)
);
Full #(.Addr_width(Addr_width)) F1 (
    .Wr_point({Wr_addr[Addr_width],Wr_point}),
    .Synch_Rd_point(Synch_Rd_point),
    .Full_sig(Full_sig)
);
Synchronizer #(.Width(Addr_width)) Sync_wr (
    .syn_in({Wr_addr[Addr_width],Wr_point}),
    .clk(clk_read),
    .rst(rst),
    .syn_out(Synch_Wr_point)
);
Memory #(.Data_width(Data_width), .Addr_width(Addr_width)) Mem1 (
    .Wr_data(data_in),
    .Wr_addr(Wr_addr[Addr_width-1:0]),
    .Rd_addr(Rd_addr[Addr_width-1:0]),
    .Wr_en(And_out_Wr),
    .Rd_en(And_out_Rd),
    .clk(clk_write),
    .rst(rst),
    .Rd_data(data_out)
);
AND2 U2 (
    .in1_and(Read_enable),
    .in2_and(Empty_sig),
    .out_and(And_out_Rd)
);
Synchronizer #(.Width(Addr_width)) Sync_rd (
    .syn_in({Rd_addr[Addr_width],Rd_point}),
    .clk(clk_write),
    .rst(rst),
    .syn_out(Synch_Rd_point)
);
Empty #(.Addr_width(Addr_width)) E1 (
    .Synch_Wr_point(Synch_Wr_point),
    .Rd_point({Rd_addr[Addr_width],Rd_point}),
    .Empty_sig(Empty_sig)
);
Binary_counter #(.Addr_width(Addr_width)) B_Rd (
    .clk(clk_read),
    .stop(Empty_sig),
    .Enable(Read_enable),
    .rst(rst),
    .address(Rd_addr)
);
Binary2Gray #(.Addr_width(Addr_width)) B2G_Rd (
    .Binary_address(Rd_addr[Addr_width-1:0]),
    .Gray_pointer(Rd_point)
);
endmodule
module Full
#(parameter Addr_width = 5)
(
    input wire [Addr_width:0] Wr_point, Synch_Rd_point,
    output reg Full_sig
);
always @(*) begin
   if((Wr_point[Addr_width] != Synch_Rd_point[Addr_width]) && Wr_point[Addr_width-1:0] == Synch_Rd_point[Addr_width-1:0])
    begin
        Full_sig <= 1'b1;
    end
    else
    begin
        Full_sig <= 1'b0;
    end
end
endmodule
module Memory
#(parameter Data_width = 8,
            Addr_width = 5)
(
    input wire [Data_width-1:0] Wr_data,
    input wire [Addr_width-1:0] Wr_addr, Rd_addr,
    input wire Wr_en, Rd_en, clk, rst,
    output reg [Data_width-1:0] Rd_data
);
integer i;
reg [Data_width-1:0]    Mem     [(2**Addr_width)-1:0];
always @(posedge clk or negedge rst) begin
    if(!rst)
    begin
        for ( i=0;i<2**Addr_width ;i=i+1 ) begin
            Mem[i] <= 'b0;
            Rd_data <= 'b0;
        end
    end
    else if (Wr_en || Rd_en) begin
        if (Wr_en) begin
            Mem[Wr_addr] <= Wr_data;
        end
        if (Rd_en) begin
            Rd_data <= Mem[Rd_addr];
        end
    end
end
endmodule
module Synchronizer
#(parameter Width = 5)
 (
    input wire [Width:0] syn_in, 
    input wire clk, rst,
    output reg [Width:0] syn_out
);
reg [Width:0] inter;  
    always @(posedge clk or negedge rst) begin
        if(!rst)
        begin
            syn_out<='b0;
            inter <= 'b0;
        end
        else
        begin
            inter <= syn_in;
            syn_out <= inter;
        end
    end
endmodule
module XOR2 (
    input wire xor_in1, xor_in2,
    output wire xor_out
);
    assign xor_out = xor_in1^xor_in2;
endmodule
==> /design/flow/run.sh <==
#!/bin/bash
# OpenROAD 26Q1-2900-gdf79404cd8, Yosys 0.63+post, stock flow scripts
make -C /OpenROAD-flow-scripts/flow DESIGN_CONFIG=/design/flow/config.mk WORK_HOME=/design/flow/orfs finish
==> /design/flow/config.mk <==
export PLATFORM = sky130hd
export DESIGN_NAME = FIFO
export DESIGN_NICKNAME = FIFO
export VERILOG_FILES = /design/flow/design.v
export SDC_FILE = /design/flow/constraint.sdc
export NUM_CORES = 4
export LEC_CHECK = 1
export CORE_UTILIZATION = 40
==> /design/flow/constraint.sdc <==
current_design FIFO

set clk_period 5.0
set clk_io_pct 0.2

create_clock -name clk0 -period $clk_period [get_ports {clk_read}]
create_clock -name clk1 -period $clk_period [get_ports {clk_write}]

set non_clock_inputs [all_inputs -no_clocks]
set_input_delay [expr $clk_period * $clk_io_pct] -clock clk0 $non_clock_inputs
set_output_delay [expr $clk_period * $clk_io_pct] -clock clk0 [all_outputs]
==> tab_implementation.tex <==
% Synthesis and place-and-route results
\begin{tabular}{lr}
\hline
Metric & Value \\
\hline
\multicolumn{2}{l}{\textbf{Place}} \\
Placement-stage worst setup slack & approximately 1.7 ns \\
DP Wirelength & 23600 µm \\
Area after DPL & about 0.015 mm² \\
Port-buffer cells & 19 \\
Final estimated routing congestion in global placement & approximately 0.90 \\
\multicolumn{2}{l}{\textbf{Route}} \\
Detail Route Antenna Nets & 0 \\
Number of design rule violations left after detail routing & 0 \\
Diode insertion count for antenna repair & 0 \\
Final WL & around 38000 µm \\
Starting DRC count in detailed routing & between 800 and 900 \\
Post-detailed-route via-to-cell ratio & a little under 6 \\
Wire per inst & 25.3 µm \\
First drt pass iteration count & 7 \\
Vias after detailed routing & slightly below 9000 \\
\multicolumn{2}{l}{\textbf{Yosys}} \\
Chip area in the Yosys report & approximately 0.014 mm² \\
Complex Gates by Area & 0.0964 \\
Cell Area, Synth & 0.0140 mm² \\
Xor/xnor share & 0.0125 \\
Post-synth tally of flip-flops with integrated enable & 0 \\
Largest family of logic cells by area & multiplexers \\
Number of standard cells reported by yosys & 1051 \\
Sequential fraction of the synthesis area & 0.536 \\
Share of async-settable or async-resettable flops after synthesis & 1.00 \\
Share of cell area taken by muxes after synthesis & 0.234 \\
Post-synthesis register bit count & approximately 300 \\
Simple-gate share of the synthesized area & 0.0655 \\
Average size of a mapped cell & $\sim$13 µm² \\
Unique masters post-synth & 54 \\
Commonest cells post-synth & 300 x sky130\_fd\_sc\_hd\_\_dfrtp\_1, 139 x sky130\_fd\_sc\_hd\_\_mux2\_2, 80 x sky130\_fd\_sc\_hd\_\_mux2\_4, 63 x sky130\_fd\_sc\_hd\_\_a22oi\_1, 49 x sky130\_fd\_sc\_hd\_\_clkbuf\_1 \\
Post-Synthesis Cells & around 1100 \\
Commonest flop & sky130\_fd\_sc\_hd\_\_dfrtp\_1 \\
Post-Synth Adder-Cell Area & 0.0232 \\
Top cell type's share of synthesized area & 0.536 \\
Dominant cell type by area after synthesis & sky130\_fd\_sc\_hd\_\_dfrtp\_1 \\
Most frequently used cell type in the post-synthesis netlist & sky130\_fd\_sc\_hd\_\_dfrtp\_1 \\
Number of warnings printed during yosys synthesis & 6 \\
Top cells, area & sky130\_fd\_sc\_hd\_\_dfrtp\_1 54\%, sky130\_fd\_sc\_hd\_\_mux2\_2 11\%, sky130\_fd\_sc\_hd\_\_mux2\_4 8.6\% \\
\multicolumn{2}{l}{\textbf{Timing}} \\
Setup WS post-layout & around 1.9 ns \\
Relative slew slack & 0.416 \\
Max-slew violation count & 0 \\
Hold Vio Cnt, Final & 0 \\
Unrepaired setup endpoints after global routing & false \\
Final total negative setup slack & 0 ns \\
Setup-failing EPs final & 0 \\
Slew at the pin with the worst max-slew slack & 0.876 ns \\
Setup clock skew after layout & about 0.016 ns \\
\multicolumn{2}{l}{\textbf{Critical path}} \\
Critical Path AT & around 3.5 ns \\
Critical Path Sink & Mem1.Mem[13][5]\$\_DFFE\_PN0P\_ \\
Sort of element at the end of the critical path & flop \\
Worst reg2reg startpoint & B\_Wr.address[4]\$\_DFFE\_PN0P\_ \\
Critical Path Start & B\_Wr.address[4]\$\_DFFE\_PN0P\_ \\
Flop2flop setup slack & just under 2 ns \\
Kind of start point of the critical path & flop \\
Cell at the slowest stage of the critical path & sky130\_fd\_sc\_hd\_\_dfrtp\_1 \\
Largest stage delay, worst path & roughly 0.54 ns \\
Number of cell instances on the worst register-to-register path & 7 \\
Critical R2R Capture & Mem1.Mem[13][5]\$\_DFFE\_PN0P\_ \\
CP Buf/Inv Count & 0 \\
Largest fanout on the critical path & 17 \\
Cell family with the largest share of critical-path delay & simple AND/OR/NAND/NOR gates \\
Crit path DRT & around 5.4 ns \\
Crit path depth & 7 \\
Crit-path cells & ha\_1 > xnor2\_1 > nand4\_1 > o31a\_1 > and2\_4 > nand3\_2 > mux2\_2 \\
Type of the worst setup path & flop to flop \\
\multicolumn{2}{l}{\textbf{Global routing}} \\
Maximum number of pins on one net before global-route repair & around 110 \\
Wire length of the first global-routing pass & roughly 60000 µm \\
Antenna violations before repair & 0 \\
Overall Global Routing Usage & 0.231 \\
Via count of the first global-routing pass & 9040 \\
Remaining global-route overflow & 0 \\
\multicolumn{2}{l}{\textbf{Floorplanning}} \\
Horiz. Die Dim & approximately 190 µm \\
I/O pin cnt & 21 \\
Initial cell density of the core & 0.406 \\
Die area & approximately 0.036 mm² \\
Floorplan core area & around 0.034 mm² \\
Row count & approximately 68 \\
Chip height & 189 µm \\
\multicolumn{2}{l}{\textbf{Final layout}} \\
Final design area excluding fillers & 0.0156 mm² \\
Synth-to-Final Area Change & 11.5\% \\
Number of filler instances in the final layout & between 3000 and 4000 \\
Fraction of layout instances using a drive strength above 1 & 0.300 \\
\multicolumn{2}{l}{\textbf{Pwr}} \\
Net load switching power & around 0.0036 W \\
PwrDens & about 640 mW/mm² \\
Combinational power share & 0.363 \\
Highest ir drop seen on vdd & 0.000392 V \\
Fraction of power spent switching nets & 0.357 \\
Sequential cell fraction of total power & 0.409 \\
P\_leak & 7.08 nW \\
Relative contribution of the clock network to total power & 0.228 \\
Cell internal pwr & around 0.0064 W \\
\multicolumn{2}{l}{\textbf{CTS}} \\
CTS sink count & $\sim$300 \\
CTS tree & done \\
Quantity of hold-fixing buffers added after cts & 0 \\
Total setup buffers inserted after CTS & 0 \\
Clock-pin slew reported for the worst setup and hold paths after clock tree synthesis & around 0.06 ns \\
Cells resized by post-CTS repair & 0 \\
\multicolumn{2}{l}{\textbf{Worst hold path}} \\
Worst hold path type & flop to flop \\
\multicolumn{2}{l}{\textbf{Job}} \\
Max capacitance violation total & 0 \\
Tool warnings & 46 \\
\multicolumn{2}{l}{\textbf{Run status}} \\
Run status & finished, final reports clean \\
\hline
\end{tabular}
==> per-stage QoR <==
stage / hold WS, ns / utilization / instances / power, W
global route: 0.145 / 0.453 / 1520 / 0.0105
floorplan: 0.331 / - / 1051 / 0.00649
finish: 0.137 / 0.453 / 1520 / 0.0100
global placement: 0.332 / 0.423 / 1463 / 0.00766
detailed placement: 0.335 / 0.423 / 1463 / 0.00770
CTS: 0.133 / 0.453 / 1520 / 0.0100
==> cell usage in the layout (no fill, tap or decap), types with 5 or more instances in the layout <==
cell type                         instances
sky130_fd_sc_hd__nand4_1                 17
sky130_fd_sc_hd__clkinv_2                 7
sky130_fd_sc_hd__a22o_1                  12
sky130_fd_sc_hd__a21oi_1                 12
sky130_fd_sc_hd__nor2_1                  17
sky130_fd_sc_hd__clkbuf_8                 7
sky130_fd_sc_hd__clkbuf_16               34
sky130_fd_sc_hd__o22ai_1                 14
sky130_fd_sc_hd__xor2_1                   6
sky130_fd_sc_hd__clkbuf_1                 9
sky130_fd_sc_hd__nand2_1                 44
sky130_fd_sc_hd__nand2_2                 12
sky130_fd_sc_hd__o21ai_0                 23
sky130_fd_sc_hd__inv_1                   17
sky130_fd_sc_hd__ha_1                    26
sky130_fd_sc_hd__nand3_2                  5
sky130_fd_sc_hd__xnor2_1                 14
sky130_fd_sc_hd__mux2_4                  80
sky130_fd_sc_hd__a222oi_1                 9
sky130_fd_sc_hd__a22oi_1                 63
sky130_fd_sc_hd__buf_4                   20
sky130_fd_sc_hd__dfrtp_1                299
sky130_fd_sc_hd__a211oi_1                 5
sky130_fd_sc_hd__o31ai_1                  5
sky130_fd_sc_hd__nand3_4                 10
sky130_fd_sc_hd__a221oi_1                12
sky130_fd_sc_hd__nand3_1                 23
sky130_fd_sc_hd__mux2_1                  43
sky130_fd_sc_hd__clkdlybuf4s50_1         18
sky130_fd_sc_hd__nor3_1                   5
sky130_fd_sc_hd__mux2_2                 139
==> logic make-up (layout without fill, tap and decap cells) <==
logic type,Yosys count,after routing
adder cells (fa/ha/maj),26,26
XOR/XNOR,20,20
AND-OR/OR-AND,184,184
flip-flops,300,300
buffers and inverters,102,116
AND/OR/NAND/NOR,154,154
multiplexers,265,265
==> how the worst min path moves through the flow <==
stage	cells after the start	end	startpoint	slack, ns
6_report	0	Sync_rd.inter[5]$_DFF_PN0_	B_Rd.address[5]$_DFFE_PN0P_	0.14
5_1_grt	0	Sync_rd.inter[5]$_DFF_PN0_	B_Rd.address[5]$_DFFE_PN0P_	0.15
4_1_cts	0	Sync_rd.inter[5]$_DFF_PN0_	B_Rd.address[5]$_DFFE_PN0P_	0.13
==> state kept, by name (all words and copies together) (netlist names) <==
signal and cells:
Sync_wr.inter 6, Sync_rd.syn_out 6, Mem1.Rd_data 8, Sync_wr.syn_out 6, Sync_rd.inter 6, B_Rd.address 6, Mem1.Mem 256, B_Wr.address 6
==> metal layers <==
layer	part of all wire	track usage	vias up
met5	0	0	-
met4	0.026	0.0515	0
met3	0.071	0.0562	66
met2	0.46	0.343	293
met1	0.44	0.357	4615
li1	-	-	3853
==> worst register-to-register path: stages, from the launching register on <==
cell                      delay [ns]
sky130_fd_sc_hd__dfrtp_1        0.54
sky130_fd_sc_hd__ha_1           0.42
sky130_fd_sc_hd__xnor2_1        0.14
sky130_fd_sc_hd__nand4_1        0.12
sky130_fd_sc_hd__o31a_1         0.53
sky130_fd_sc_hd__and2_4         0.51
sky130_fd_sc_hd__nand3_2        0.33
sky130_fd_sc_hd__mux2_2         0.38
==> final cells by class <==
class,count,area (µm²),area share
clock inverters,7,35.0,0.00224
clock buffers,50,981,0.0629
repair buffers,41,385,0.0247
inverters,18,67.6,0.00433
well taps,455,569,0.0365
multi-input cells,649,6060,0.388
flip-flops and latches,300,7510,0.481
==> power groups by stage <==
stage / sequential (W) / combinational (W) / clock [W]
4_1_cts: 0.00408 / 0.00362 / 0.00233
5_1_grt: 0.00422 / 0.00389 / 0.00243
6_report: 0.00409 / 0.00363 / 0.00229
No activity file was given, so power comes from the tool's default toggle rates.
